==> /design/flow/run.sh <==
#!/bin/bash
# OpenROAD 26Q1-2900-gdf79404cd8, Yosys 0.63+post, stock flow scripts
make -C /OpenROAD-flow-scripts/flow DESIGN_CONFIG=/design/flow/config.mk WORK_HOME=/design/flow/orfs finish
==> /design/flow/config.mk <==
export PLATFORM = sky130hd
export DESIGN_NAME = Time_Bomb
export DESIGN_NICKNAME = Time_Bomb
export VERILOG_FILES = /design/flow/design.v
export SDC_FILE = /design/flow/constraint.sdc
export NUM_CORES = 4
export LEC_CHECK = 1
export CORE_UTILIZATION = 50
==> /design/flow/constraint.sdc <==
current_design Time_Bomb

set clk_period 5.4
set clk_io_pct 0.2

create_clock -name clk0 -period $clk_period [get_ports {CLOCK_50}]

set non_clock_inputs [all_inputs -no_clocks]
set_input_delay [expr $clk_period * $clk_io_pct] -clock clk0 $non_clock_inputs
set_output_delay [expr $clk_period * $clk_io_pct] -clock clk0 [all_outputs]
==> /design/flow/design.v <==
module Cronometer (
    input clk,
    input reset,
    input start,
    input game_won,
    input tick_1ms,       
    output reg [3:0] min_unidade,  
    output reg [3:0] seg_dezena,   
    output reg [3:0] seg_unidade,  
    output reg [3:0] ms_decimos,   
    output reg time_over           
);
    reg contando;
    reg [3:0] ms_unidade; 
    reg [3:0] ms_dezena;
    always @(posedge clk or posedge reset) begin
        if (reset) begin
            min_unidade <= 2;
            seg_dezena  <= 5;
            seg_unidade <= 9;
            ms_decimos  <= 9;
            ms_dezena   <= 9;
            ms_unidade  <= 9;
            time_over   <= 0;
            contando    <= 0;
        end else begin
            if (start) contando <= 1;
            if (game_won) contando <= 0;
            if (min_unidade == 0 && seg_dezena == 0 && seg_unidade == 0 && ms_decimos == 0 && ms_dezena == 0 && ms_unidade == 0) begin
                 time_over <= 1;
                 contando <= 0;
            end
            else if (contando && tick_1ms && !time_over) begin
                if (ms_unidade > 0) begin
                    ms_unidade <= ms_unidade - 1;
                end else begin
                    ms_unidade <= 9;
                    if (ms_dezena > 0) begin
                        ms_dezena <= ms_dezena - 1;
                    end else begin
                        ms_dezena <= 9;
                        if (ms_decimos > 0) begin
                            ms_decimos <= ms_decimos - 1;
                        end else begin
                            ms_decimos <= 9;
                            if (seg_unidade > 0) begin
                                seg_unidade <= seg_unidade - 1;
                            end else begin
                                seg_unidade <= 9;
                                if (seg_dezena > 0) begin
                                    seg_dezena <= seg_dezena - 1;
                                end else begin
                                    seg_dezena <= 5;  
                                    if (min_unidade > 0) begin
                                        min_unidade <= min_unidade - 1;
                                    end
                                end
                            end
                        end
                    end
                end
            end
        end
    end
endmodule
module Segment_Display_7 (
    input [3:0] valor,
    output reg [6:0] hex
);
    always @(*) begin
        case (valor)
            4'h0: hex = 7'b1000000;
            4'h1: hex = 7'b1111001;
            4'h2: hex = 7'b0100100;
            4'h3: hex = 7'b0110000;
            4'h4: hex = 7'b0011001;
            4'h5: hex = 7'b0010010;
            4'h6: hex = 7'b0000010;
            4'h7: hex = 7'b1111000;
            4'h8: hex = 7'b0000000;
            4'h9: hex = 7'b0010000;
            4'hA: hex = 7'b0001000;
            4'hB: hex = 7'b0000011;
            4'hC: hex = 7'b1000110;
            4'hD: hex = 7'b0100001;
            4'hE: hex = 7'b0000110;
            4'hF: hex = 7'b0001110;
            default: hex = 7'b1111111;  
        endcase
    end
endmodule
module Time_Bomb (
    input CLOCK_50,
    input [3:0] KEY,      
    input [17:0] SW,      
    output [6:0] HEX7, HEX6, HEX5, HEX4, HEX3, HEX2, HEX1, HEX0,
    output [8:0] LEDG,    
    output [17:0] LEDR    
);
    parameter ESTADO_SETUP     = 3'd0;
    parameter ESTADO_JOGO_A    = 3'd1;
    parameter ESTADO_JOGO_B    = 3'd2;
    parameter ESTADO_VITORIA   = 3'd3;
    parameter ESTADO_GAMEOVER  = 3'd4;
    reg [2:0] estado_atual;
    wire tick_ms;
    wire time_over;
    reg [3:0] senha_a_secreta;
    reg [2:0] senha_b_secreta;
    reg [3:0] tentativa_a_registrada;
    reg [2:0] tentativa_b_registrada;
    wire [6:0] w_hex7_paridade;
    wire [6:0] w_hex6_dica;
    wire [3:0] w_leds_a;
    wire [2:0] w_leds_b;
    wire bt_start_raw = ~KEY[0];
    wire bt_reset     = ~KEY[1];
    wire bt_enter_raw = ~KEY[3];
    reg bt_start_ant;
    reg bt_enter_ant;
    wire start_posedge = bt_start_raw && !bt_start_ant;
    wire enter_posedge = bt_enter_raw && !bt_enter_ant;
    always @(posedge CLOCK_50) begin
        bt_start_ant <= bt_start_raw;
        bt_enter_ant <= bt_enter_raw;
    end
    reg [24:0] contador_pisca;
    always @(posedge CLOCK_50) contador_pisca <= contador_pisca + 1;
    wire pisca_lento = contador_pisca[24];  
    always @(posedge CLOCK_50 or posedge bt_reset) begin
        if (bt_reset) begin
            estado_atual <= ESTADO_SETUP;
            senha_a_secreta <= 0;
            senha_b_secreta <= 0;
            tentativa_a_registrada <= 0;
            tentativa_b_registrada <= 0;
        end else begin
            case (estado_atual)
                ESTADO_SETUP: begin
                    if (start_posedge) begin
                        senha_a_secreta <= SW[17:14];
                        senha_b_secreta <= SW[13:11];
                        estado_atual <= ESTADO_JOGO_A;
                    end
                end
                ESTADO_JOGO_A: begin
                    if (time_over) estado_atual <= ESTADO_GAMEOVER;
                    if (enter_posedge) begin
                        tentativa_a_registrada <= SW[3:0];  
                        if (SW[3:0] == senha_a_secreta) begin
                            estado_atual <= ESTADO_JOGO_B;
                        end
                    end
                end
                ESTADO_JOGO_B: begin
                    if (time_over) estado_atual <= ESTADO_GAMEOVER;
                    if (enter_posedge) begin
                        tentativa_b_registrada <= SW[2:0];  
                        if (SW[2:0] == senha_b_secreta) begin
                            estado_atual <= ESTADO_VITORIA;
                        end
                    end
                end
                ESTADO_VITORIA: begin
                end
                ESTADO_GAMEOVER: begin
                end
            endcase
        end
    end
    gerador_pulso_ms DIVISOR (
        .clk(CLOCK_50),
        .tick_1ms(tick_ms)
    );
    wire [3:0] wm, wd, wu, wdec;
    Cronometer RELOGIO (
        .clk(CLOCK_50),
        .reset(bt_reset),
        .start(estado_atual == ESTADO_JOGO_A || estado_atual == ESTADO_JOGO_B),
        .game_won(estado_atual == ESTADO_VITORIA),
        .tick_1ms(tick_ms),
        .min_unidade(wm), 
        .seg_dezena(wd), 
        .seg_unidade(wu), 
        .ms_decimos(wdec),
        .time_over(time_over)
    );
    dicas DICAS (
        .senha_a(senha_a_secreta),
        .senha_b(senha_b_secreta),
        .tentativa_a(tentativa_a_registrada),
        .tentativa_b(tentativa_b_registrada),
        .fase_b_ativa(estado_atual == ESTADO_JOGO_B), 
        .hex_paridade(w_hex7_paridade),
        .hex_maior_menor(w_hex6_dica),
        .leds_barra_a(w_leds_a),
        .leds_barra_b(w_leds_b)
    );
    wire mostrar_display = (estado_atual == ESTADO_GAMEOVER) ? pisca_lento : 1'b1;
    wire [6:0] h3, h2, h1, h0;
    Segment_Display_7 D3 (.valor(wm),   .hex(h3));
    Segment_Display_7 D2 (.valor(wd),   .hex(h2));
    Segment_Display_7 D1 (.valor(wu),   .hex(h1));
    Segment_Display_7 D0 (.valor(wdec), .hex(h0)); 
    assign HEX3 = mostrar_display ? h3 : 7'b1111111;
    assign HEX2 = mostrar_display ? h2 : 7'b1111111;
    assign HEX1 = mostrar_display ? h1 : 7'b1111111;
    assign HEX0 = mostrar_display ? h0 : 7'b1111111;
    assign HEX7 = w_hex7_paridade;
    assign HEX6 = (estado_atual == ESTADO_JOGO_A || estado_atual == ESTADO_JOGO_B) ? w_hex6_dica : 7'b1111111;
    assign HEX5 = 7'b1111111;  
    wire mostrar_hex4 = (estado_atual == ESTADO_GAMEOVER) ? pisca_lento : 1'b1;
    wire [6:0] hex4_signals;
    assign hex4_signals[0] = ~tentativa_a_registrada[3];  
    assign hex4_signals[1] = ~tentativa_a_registrada[2];  
    assign hex4_signals[5] = ~tentativa_a_registrada[1];  
    assign hex4_signals[6] = ~tentativa_a_registrada[0];  
    assign hex4_signals[2] = ~tentativa_b_registrada[2];  
    assign hex4_signals[3] = ~tentativa_b_registrada[1];  
    assign hex4_signals[4] = ~tentativa_b_registrada[0];  
    assign HEX4 = mostrar_hex4 ? hex4_signals : 7'b1111111;
    assign LEDG = (estado_atual == ESTADO_VITORIA) ? 9'b111111111 : 9'b000000000;
    assign LEDR = (estado_atual == ESTADO_GAMEOVER && pisca_lento) ? 18'b111111111111111111 : 
                  (estado_atual == ESTADO_JOGO_A) ? {14'b0, w_leds_a} :
                  (estado_atual == ESTADO_JOGO_B) ? {15'b0, w_leds_b} : 
                  18'b0;  
endmodule
module dicas (
    input [3:0] senha_a,         
    input [2:0] senha_b,         
    input [3:0] tentativa_a,     
    input [2:0] tentativa_b,     
    input fase_b_ativa,          
    output reg [6:0] hex_paridade,     
    output reg [6:0] hex_maior_menor,  
    output reg [3:0] leds_barra_a,     
    output reg [2:0] leds_barra_b      
);
    wire paridade_bit = ^ {senha_a, senha_b};
    always @(*) begin
        case (paridade_bit)
            1'b0: hex_paridade = 7'b1000000;  
            1'b1: hex_paridade = 7'b1111001;  
        endcase
    end
    always @(*) begin
        hex_maior_menor = 7'b1111111;  
        if (fase_b_ativa == 0) begin
            if (tentativa_a > senha_a) 
                hex_maior_menor = 7'b1001111;  
            else if (tentativa_a < senha_a)
                hex_maior_menor = 7'b1111001;  
        end else begin
            if (tentativa_b > senha_b) 
                hex_maior_menor = 7'b1001111;  
            else if (tentativa_b < senha_b)
                hex_maior_menor = 7'b1111001;  
        end
    end
    integer i;
    reg [2:0] contagem_a;
    reg [2:0] contagem_b;
    always @(*) begin
        contagem_a = 0;
        for (i = 0; i < 4; i = i + 1) begin
            if (senha_a[i] == tentativa_a[i]) contagem_a = contagem_a + 1;
        end
        contagem_b = 0;
        for (i = 0; i < 3; i = i + 1) begin
            if (senha_b[i] == tentativa_b[i]) contagem_b = contagem_b + 1;
        end
        case (contagem_a)
            3'd0: leds_barra_a = 4'b0000;
            3'd1: leds_barra_a = 4'b0001;
            3'd2: leds_barra_a = 4'b0011;
            3'd3: leds_barra_a = 4'b0111;
            3'd4: leds_barra_a = 4'b1111;
            default: leds_barra_a = 4'b0000;
        endcase
        case (contagem_b)
            3'd0: leds_barra_b = 3'b000;
            3'd1: leds_barra_b = 3'b001;
            3'd2: leds_barra_b = 3'b011;
            3'd3: leds_barra_b = 3'b111;
            default: leds_barra_b = 3'b000;
        endcase
    end
endmodule
module gerador_pulso_ms (
    input clk,
    output reg tick_1ms
);
    reg [15:0] contador;  
    always @(posedge clk) begin
        if (contador == 50000 - 1) begin
            contador <= 0;
            tick_1ms <= 1;  
        end else begin
            contador <= contador + 1;
            tick_1ms <= 0;
        end
    end
endmodule
==> impl_metrics.yaml <==
# yosys + openroad results
worst_setup_path:
  path_class: "reg -> out"
  crit_chain: "inv_1 -> ha_1 -> ha_1 -> xnor2_1 -> inv_1 -> ha_1 -> o21a_1 -> o41ai_1 -> nor2_1 -> nand3_1 -> clkdlybuf4s50_1"
  worst_path_most_repeated_cell: "ha_1"
  worst-r2r-setup-slack_ns: 2.66
  cp_data_required_time_ns: 4.32
  cp_num_buf_inv: 3
  r2r_cells: 7
  cp-end-kind: "output port"
  cp-start-kind: "register"
  slowest_delay_ns: 0.50
  cp_slowest_cell: "o41ai_1"
  crit_cells: 11
  critPathMaxFanout: 4
  path_delay_family: "adder cells"
  worstPathArrival_ns: 3.54
timing:
  setup_violations: 0
  clock_skew_ns: 0.00756
  period_used_share: 0.855
  rsz0062_at_grt: "false"
  timing.final.hold_violations: 0
  worstMarginPinSlew_ns: 0.872
  tns_ns: 0
  whs_ns: 0.425
  slew_violations: 0
  finalCriticalPeriod_ns: 4.62
  max-slew-margin-rel: 0.413
  fmax_mhz: 216
job:
  warnings: 53
  cap_violations: 0
power:
  power_density_nw_per_um2: 176
  cellLeakagePower_nw: 2.68
  ir_drop_v: 0.000211
clock_tree:
  postCtsResizedCells: 0
  ctsHtreeMaxLevel: 3
  cts_num_sinks: 89
  clock_latency_ns: 0.36
  root_buffer: "clkbuf_8"
  cts_buffer_depth: 2
  cts_tree: "done"
  cts.clk_slew.worst_paths_ns: 0.09
  ctsHoldBuffers: 0
  numCtsBuffers: 9
  cts_setup_buffers: 0
die:
  die_x_um: 108
  fp_util: 0.515
  core-area_um2: 10800
  row_count: 38
  chipArea_um2: 11600
  fp.dieH_um: 108
  ioPinCount: 106
synthesis:
  synth_area_um2: 5580
  yosysWarningCount: 5
  numSynthFlops: 89
  synthCells: 606
  xor_share: 0.0863
  ys_sh_adder: 0.0888
  yosysCellCount: 606
  area_leaders: "dfxtp_1, dfrtp_1, ha_1, xnor2_1, dfstp_2"
  top_area_cell: "dfxtp_1"
  synth_area_per_cell_um2: 9.21
  topCombFamilyByArea: "simple AND/OR/NAND/NOR gates"
  synth.most_common_cell: "nand2_1"
  synth_seq_share: 0.362
  async_flop_share: 0.506
  ys_sh_aoi: 0.120
  synth.cellmix.simpleShare: 0.189
  ys_sh_mux: 0.0561
  top_area_frac: 0.158
  synth_top_flop_cell: "dfxtp_1"
  edf_count: 0
  synthTopCellsByCount: "nand2_1, dfxtp_1, xnor2_1, buf_4, inv_1"
  ys_area_um2: 5580
  ys_types: 71
routing:
  drt-initial-drc-count: 264
  drc: 0
  drtPass1Iterations: 5
  vias: 4206
  wl_per_cell_um: 12.8
  ant_nets: 0
  avgViaCountPerCell: 5.24
  drt_wl_total_mm: 10.3
  antenna_cells: 0
layout:
  areaGrowthSynthToFinish_pct: 16.0
  drive_above_1_share: 0.0952
  instances_no_fill: 802
placement:
  portBuffers: 84
  dp_hpwl_mm: 7.71
  placedCellCount: 786
  gp_congestion: 0.829
global_route:
  grt_max_degree: 46
  grt_antenna_before_repair: 0
  overflow: 0
  grt_pass1_wl_mm: 17.7
  grt_pass1_vias: 3879
  track_usage: 0.193
status:
  status: "complete, no violations"
worst_hold_path:
  hold_class: "reg -> reg"
  hold_depth: 1
[per-stage QoR]
| step | cell area (µm²) | util | worst slack (ns) | power [mW] |
|---|---|---|---|---|
| global route | 6470 | 0.597 | 0.546 | 1.18 |
| global placement | 6280 | 0.579 | 1.27 | 0.701 |
| CTS | 6470 | 0.597 | 0.774 | 1.15 |
| detailed placement | 6280 | 0.579 | 1.18 | 0.701 |
| floorplan | 5620 | - | 1.99 | 0.687 |
| finish | 6470 | 0.597 | 0.781 | 1.14 |
[flip-flops by register name, indices dropped and copies added, names as in the netlist, 4 cells and up]
register,flops
estado_atual,5
tentativa_a_registrada,4
senha_a_secreta,4
RELOGIO.ms_decimos,4
RELOGIO.ms_unidade,4
RELOGIO.ms_dezena,4
DIVISOR.contador,16
RELOGIO.seg_dezena,4
contador_pisca,25
RELOGIO.seg_unidade,4
RELOGIO.min_unidade,4
[worst paths after layout]
kind,start,to
max in group asynchronous,KEY[1],RELOGIO.ms_dezena[1]
max reg2reg,RELOGIO.seg_dezena[1],RELOGIO.seg_unidade[2]
min,contador_pisca[0],contador_pisca[0]
max,senha_a_secreta[1],LEDR[0]
min in group asynchronous,KEY[1],tentativa_b_registrada[2]
min reg2reg,contador_pisca[0],contador_pisca[0]
[final cells by class]
type / count / area (µm²)
timing repair buffer: 88 / 866
multi-input combinational: 429 / 3070
clock buffer: 10 / 128
sequential: 89 / 2020
tap: 140 / 175
fill: 918 / 4370
clock inverter: 6 / 65.1
inverter: 40 / 150
[layout by cell type (no fill, tap or decap), types with 3 or more instances in the layout]
cell	netlist	routed
a21o_1	4	4
a21oi_1	11	11
a221o_1	3	3
a31oi_1	5	5
and3_1	5	5
and4_1	6	6
buf_4	41	4
clkbuf_8	0	9
clkdlybuf4s50_1	0	83
conb_1	2	13
dfrtp_1	33	33
dfstp_2	12	12
dfxtp_1	44	44
ha_1	38	38
inv_1	40	40
inv_4	0	3
mux2_2	13	13
mux2i_1	11	11
nand2_1	53	53
nand2b_1	10	10
nand3_1	24	24
nand4_1	9	9
nor2_1	35	35
nor2b_1	9	9
nor3_1	12	12
nor3b_1	3	3
nor4_1	4	4
o211ai_1	14	14
o21a_1	3	3
o21ai_0	29	29
o21bai_1	4	4
o311ai_0	5	5
o31ai_1	4	4
xnor2_1	43	43
xor2_1	12	12
[kinds of logic (layout without fill, tap and decap cells)]
kind of cell             Yosys count  in the layout
adder cells (fa/ha/maj)           39             39
multiplexers                      27             27
AND-OR/OR-AND                    100            100
buffers and inverters             99            144
flip-flops                        89             89
AND/OR/NAND/NOR                  195            195
XOR/XNOR                          55             55
other                              2             13
[routing by layer]
layer  wire length [µm]  vias to the layer above  track usage
li1                   -                     2166            -
met1               5340                     1959        0.317
met2               4460                       70        0.295
met3                367                       11       0.0160
met4                141                        0       0.0254
met5                  0                        -            0
[report_power, final]
group / total, mW / internal (mW) / switching, mW
combinational: 0.0233 / 0.0110 / 0.0123
sequential: 0.662 / 0.662 / 0.000406
clock: 0.452 / 0.216 / 0.236
Power is estimated from default activity; no workload was simulated.
